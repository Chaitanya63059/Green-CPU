## flow/run.sh

```bash
#!/bin/bash
# OpenROAD 26Q1-2900-gdf79404cd8, Yosys 0.63+post, stock flow scripts
make -C /OpenROAD-flow-scripts/flow DESIGN_CONFIG=/design/flow/config.mk WORK_HOME=/design/flow/orfs finish
```

## flow/config.mk

```make
export PLATFORM = sky130hd
export DESIGN_NAME = register_file
export DESIGN_NICKNAME = register_file
export VERILOG_FILES = /design/flow/design.v
export SDC_FILE = /design/flow/constraint.sdc
export NUM_CORES = 4
export LEC_CHECK = 1
export CORE_UTILIZATION = 30
```

## flow/constraint.sdc

```tcl
current_design register_file

set clk_period 3.3
set clk_io_pct 0.2

create_clock -name clk0 -period $clk_period [get_ports {clk}]

set non_clock_inputs [all_inputs -no_clocks]
set_input_delay [expr $clk_period * $clk_io_pct] -clock clk0 $non_clock_inputs
set_output_delay [expr $clk_period * $clk_io_pct] -clock clk0 [all_outputs]
```

## flow/design.v

```verilog
`timescale 1ns / 1ps
module register_file(
    input       clk,
    input       wr_en,
    input       [2:0] rd_addr1, rd_addr2, wr_addr,
    input       [15:0] wr_data,
    output      [15:0] rd_data1, rd_data2
    );
reg [15:0] registers [8:0];
integer i;
initial begin
    for (i = 0; i < 8; i = i + 1) begin
        registers[i] = 0;
    end
end
always @(posedge clk) begin
    if (wr_en) registers[wr_addr] <= wr_data;
end
assign rd_data1 = registers[rd_addr1];
assign rd_data2 = registers[rd_addr2];
endmodule
```

==> run_results.csv <==
group,metric,value,unit
finish,largest_register,"registers",
routing,totalWireLength,12.3,mm
die,die_y,144,um
clock_network,cts_buffers,17,
placement,place_area,0.00704,mm2
clock_network,cts_tree,"built",
finish,largest_registers,"registers: 128 flops",
setup_path,cp-start-kind,"primary input",
finish,lay_top_cells,"edfxtp_1, mux4_1, clkdlybuf4s50_1",
finish,instances_no_fill,612,
clock_network,post_cts_resized,0,
setup_path,cp-startpoint,"rd_addr2[2]",
sta,slew_violations,0,
clock_network,postCtsSetupRepairBufs,0,
synth,top_area_cell,"edfxtp_1",
placement,gp_congestion,0.766,
setup_path,arrival,2.48,ns
die,rows,51,
run_status,status,"completed",
synth,ys_seq_share,63.6,%
die,die_x,144,um
setup_path,cp-end-kind,"output pin",
finish,largest_reg_flops,128,
die,core_area,0.0196,mm2
routing,vias_per_cell,4.91,
clock_network,clk_transition_reported_paths,0.05,ns
routing,drt_iter0_markers,170,
finish,drive_above_1_share,25.9,%
synth,synth_area,0.00604,mm2
sta,period_minus_slack,3.14,ns
sta,period_used_share,95.0,%
clock_network,ctsHoldBuffers,0,
sta,hold_violations,0,
power,p_leak,2.55,nW
finish,fin_util,38.6,%
synth,numSynthFlops,128,
sta,fin_tns_setup,0,ns
routing,routedWlPerCell,20.1,um
synth,synth.distinct_cells,11,
placement,dpl.cell_count,580,
sta,fmax,319,MHz
routing,route.detailed.drc,0,
global_routing,grt_max_degree,33,
setup_path,critical_path_class,"in -> out",
setup_path,worstPathMaxFanout,32,
clock_network,h-tree-depth,4,
synth,ys_warn_count,1,
synth,syn_avg_cell_area,23.7,um2
placement,hpwl,7.70,mm
flow_run,warnings,25,
synth,synth.top_cells.by_area,"edfxtp_1, mux4_1, mux2_2, mux4_2, buf_6",
sta,slew_headroom,78.3,%
synth,ys_area,0.00604,mm2
setup_path,crit_end,"rd_data2[13]",
finish,final_area,0.00757,mm2
global_routing,grt_pass1_vias,3385,
min_path,hold_class,"in -> reg",
synth,syn_inst,255,
die,dieArea,0.0207,mm2
die,fp_util,30.9,%
routing,n_antenna_cell,0,
sta,tightest_slew,0.325,ns
sta,grt_setup_unrepaired,"no",
global_routing,grt_pass1_wl,18.6,mm
sta,setup_viol,0,
setup_path,required,2.64,ns
die,ioPinCount,59,
clock_network,max-clock-path-buffers,2,
synth,yosysCellCount,255,
flow_run,maxCapViolCount,0,
routing,dr_total_vias,3003,
finish,lay_top_count,"edfxtp_1",
power,peakVddDrop,0.000344,V
global_routing,grt_overflow_total,0,
routing,drtAntennaViolNets,0,
routing,drtPass1Iterations,4,
synth,synth_top_area_share,63.6,%
power,powerDensity,512,mW/mm2
global_routing,groute.usage.overall,13.4,%
clock_network,root_buffer,"clkbuf_16",
global_routing,antenna_found_initial,0,
placement,port_buffers,58,
clock_network,clock-sinks,128,
finish,area_growth,25.3,%
logic make-up (layout without fill, tap and decap cells):
logic type             after synthesis  after routing  share of synthesized area, %
buffers and inverters               18            110                          2.15
flip-flops                         128            128                          63.6
multiplexers                        96             96                          33.3
AND/OR/NAND/NOR                     13             13                         0.973
synth_stat cells, drive strengths merged:
cell type / number
edfxtp: 128
mux4: 64
mux2: 32
buf: 16
nor2: 6
nand2b: 3
clkbuf: 2
nand2: 2
nor3: 2
critical path, stage by stage:
cell and delay (ns):
clkdlybuf4s50_1 0.51, buf_12 0.23, mux4_1 0.32, mux2_2 0.31, clkdlybuf4s50_1 0.42
per-stage QoR:
step,power [W],hold slack (ns),setup slack [ns]
floorplan,0.00208,0.759,0.918
global placement,0.00228,1.38,0.148
detailed placement,0.00228,1.39,0.147
CTS,0.00391,0.970,0.147
global route,0.00401,0.998,0.0987
finish,0.00388,0.974,0.164
routing by layer:
layer  up-vias  GRT usage [%]  routed length (um)
met5         -              0                   0
met4         0           1.57                 145
met3        10           8.52                1510
met2       161           21.3                6100
met1      1495           16.2                4530
li1       1337              -                   -
worst min path at each step:
stage	from	endpoint	slack, ns	cells past startpoint
after CTS	wr_data[5]	registers[4][5]	0.97	1
final	wr_data[5]	registers[4][5]	0.97	1
after global routing	wr_data[5]	registers[4][5]	1.0	1
power breakdown:
group / total, W / switching (W) / internal (W) / leakage [nW]
clock: 0.00164 / 0.000617 / 0.00102 / 0.248
combinational: 0.000377 / 0.000140 / 0.000237 / 1.14
sequential: 0.00187 / 0.0000180 / 0.00185 / 1.16
area by class of cell:
type | count | area [um2]
Sequential cell | 128 | 3840
Timing Repair Buffer | 78 | 783
Clock buffer | 20 | 437
Tap cell | 265 | 332
Multi-Input combinational cell | 109 | 2080
Fill cell | 1727 | 12000
Clock inverter | 12 | 95.1
Power and IR drop assume default switching activity.
