## flow/run.sh

```bash
#!/bin/bash
# OpenROAD 26Q1-2900-gdf79404cd8, Yosys 0.63+post, stock flow scripts
make -C /OpenROAD-flow-scripts/flow DESIGN_CONFIG=/design/flow/config.mk WORK_HOME=/design/flow/orfs finish
```

## flow/config.mk

```make
export PLATFORM = sky130hd
export DESIGN_NAME = alu
export DESIGN_NICKNAME = alu
export VERILOG_FILES = /design/flow/design.v
export SDC_FILE = /design/flow/constraint.sdc
export NUM_CORES = 4
export LEC_CHECK = 1
export CORE_UTILIZATION = 50
```

## flow/constraint.sdc

```tcl
current_design alu

set clk_period 12.4
set clk_io_pct 0.2

create_clock -name clk0 -period $clk_period

set non_clock_inputs [all_inputs -no_clocks]
set_input_delay [expr $clk_period * $clk_io_pct] -clock clk0 $non_clock_inputs
set_output_delay [expr $clk_period * $clk_io_pct] -clock clk0 [all_outputs]
```

## flow/design.v

```verilog
`timescale 1ns / 1ps
module alu #(parameter WIDTH = 16) (
    input       [WIDTH-1:0] a, b,        
    input       [3:0] alu_ctrl,        
    output reg  [WIDTH-1:0] alu_out,   
    output      zero                  
);
    localparam ALU_ADD = 4'b0000;
    localparam ALU_SUB = 4'b0001;
    localparam ALU_SLT = 4'b0010;  
    localparam ALU_OR  = 4'b0011;
    localparam ALU_AND = 4'b0100;
    localparam ALU_SRL = 4'b0101; 
    localparam ALU_SLL = 4'b0110; 
    localparam ALU_SRA = 4'b0111; 
    always @(*) begin
        case (alu_ctrl)
            ALU_ADD: alu_out = a + b;
            ALU_SUB: alu_out = a - b;
            ALU_AND: alu_out = a & b;
            ALU_OR:  alu_out = a | b;
            ALU_SLT: alu_out = ($signed(a) < $signed(b)) ? 16'd1 : 16'd0;
            ALU_SLL: alu_out = a << b[4:0];  
            ALU_SRL: alu_out = a >> b[4:0];  
            ALU_SRA: alu_out = $signed(a) >>> b[4:0];  
            default: alu_out = 16'hXXXX; 
        endcase
    end
    assign zero = (alu_out == 16'd0);  
endmodule
```

==> summary.json <==
{
  "timing": {
    "report.final.slew_viol_count": 0,
    "layout_min_cycle_time_ps": 10120,
    "actual_slew_at_the_worst_max_slew_pin_ps": 797.4,
    "final_min_period_over_clock_period": 0.8160,
    "grt_setup_unrepaired": "false",
    "clock.fmax_mhz": 98.83,
    "timing.setup.tns_ps": 0,
    "hold_vio_cnt_final": 0,
    "slew_headroom": 0.4667,
    "finalSetupViolations": 0
  },
  "worst_setup_path": {
    "critical_path.endpoint_type": "output pin",
    "critPathCapture": "zero",
    "path_cells": "clkdlybuf4s50_1 -> buf_4 -> inv_1 -> ha_1 -> nand2b_1 -> a221oi_1 -> o22ai_1 -> xnor2_1 -> a221o_2 -> or3_2 -> nor4_1 -> or4b_1 -> nor4b_2 -> clkdlybuf4s50_1",
    "crit_required_ps": 9920,
    "cp_max_fo": 32,
    "critPathLaunch": "b[2]",
    "cp.depth": 14,
    "cpMaxStageDelayCell": "sky130_fd_sc_hd__or4b_1",
    "timing_worst_setup_path_type": "primary input to output pin",
    "critical_path.top_delay_family": "simple AND/OR/NAND/NOR gates",
    "cp_slowest_stage_delay_ps": 530,
    "critical_path.most_common_cell": "sky130_fd_sc_hd__clkdlybuf4s50_1",
    "timing.critical_path.arrival_ps": 7640,
    "crit_buf_inv": 4,
    "kind_of_start_point_of_the_critical_path": "primary input"
  },
  "detailed_routing": {
    "drt-total-wl_um": 15040,
    "antenna_left": 0,
    "drt_first_iter_violations": 448,
    "drt_pass1_iterations": 5,
    "met1_length_um": 6510,
    "routedWlPerCell_um": 21.04,
    "detailroute.via_count": 4755,
    "route.antenna.diode_count": 0,
    "routed-wl-met2_um": 6278,
    "vias_per_cell": 6.650,
    "highest-signal-layer": "met4",
    "wl_met3_um": 1688,
    "drc": 0
  },
  "die": {
    "floorplan.core_util": 0.5246,
    "die_w_um": 92.74,
    "io-pin-count": 53,
    "fp.dieH_um": 92.74,
    "full_die_area_um2": 8600,
    "design.core.area_um2": 7848,
    "fp-row-count": 32
  },
  "yosys": {
    "synth_top_cell_by_area": "sky130_fd_sc_hd__ha_1",
    "synth_sequential_area_ratio": 0,
    "yosysWarningCount": 1,
    "synth-cells-yosys": 588,
    "post_synth_instance_area_um2": 4116,
    "ys_chip_area_um2": 4116,
    "post-synth-top-area-fraction": 0.1489,
    "synthMostInstantiatedCell": "sky130_fd_sc_hd__nor2_1",
    "topCellsByArea": "sky130_fd_sc_hd__ha_1, sky130_fd_sc_hd__mux2_2, sky130_fd_sc_hd__a21oi_1, sky130_fd_sc_hd__nor2_1, sky130_fd_sc_hd__mux2i_1",
    "netlist-cell-type-count": 72,
    "yosys-top-cells-count": "sky130_fd_sc_hd__nor2_1, sky130_fd_sc_hd__inv_1, sky130_fd_sc_hd__ha_1, sky130_fd_sc_hd__a21oi_1, sky130_fd_sc_hd__nand2_1",
    "post_syn_instances": 588,
    "syn_area_per_cell_um2": 7.001
  },
  "power": {
    "pwr-share-seq": 0,
    "power_frac_clock": 0,
    "power.density_cell_area_nw_per_um2": 43.37,
    "cell_internal_pwr_mw": 0.09131,
    "total_switching_power_mw": 0.1108,
    "p_comb_frac": 1.000,
    "irDropWorstVdd_v": 0.00002800,
    "sw_frac_of_total": 0.5481,
    "leakage_nw": 1.941
  },
  "final_layout": {
    "layout_cells_sized_above_1": 0.1044,
    "flop_area_um2": 0,
    "ff_count": 0,
    "clock_buffer_count": 0,
    "area_growth_pct": 13.19,
    "layoutNonFillerInstCount": 715
  },
  "global_routing": {
    "antenna_found_initial": 0,
    "first_pass_grt_wire_length_um": 23720,
    "global_route.overflow_total": 0,
    "grt_start_max_net_pins": 47,
    "groute.usage.overall": 0.3630,
    "first_global_vias": 4280
  },
  "placement": {
    "place_inst": 715,
    "place.port_buffers": 53,
    "detailed_place_hpwl_um": 11780,
    "gp_routability_congestion": 1.055
  },
  "outcome": {
    "outcome": "finished clean"
  },
  "min_path": {
    "hp-class": "primary input to output pin",
    "hp-start": "b[5]"
  },
  "clock_network": {
    "cts.repair.resized": 0,
    "cts_setup_buffers": 0,
    "hold_buffers": 0
  },
  "job": {
    "number_of_max_cap_violations": 0,
    "warning_count": 66
  }
}
==> cell type report <==
cell class | count | area (um^2)
fill | 752 | 3188
timing repair buffer | 63 | 600.6
multi-input combinational | 499 | 3740
inverter | 51 | 191.4
tap | 102 | 127.6
==> cell families after synthesis <==
logic type | share of synthesized area
buffers and inverters | 0.09149
AND-OR/OR-AND | 0.3094
AND/OR/NAND/NOR | 0.2544
XOR/XNOR | 0.01064
multiplexers | 0.1754
adder cells (fa/ha/maj) | 0.1587
==> power by group through the flow <==
stage	logic, mW	registers [mW]	clock network, mW
after CTS	0.198	0	0
after global routing	0.220	0	0
final	0.202	0	0
==> how the worst min path moves through the flow <==
stage / to / depth (start not counted)
global route: alu_out[11] / 5
finish: alu_out[5] / 7
CTS: alu_out[5] / 7
==> metrics by stage <==
| stage | cell area, um^2 | setup WS [ps] | utilization | hold WS (ps) | power, mW |
|---|---|---|---|---|---|
| 2_1_floorplan | 4116 | 3753 | - | 5216 | 0.1268 |
| 3_3_place_gp | 4659 | 2683 | 0.5938 | 6289 | 0.1965 |
| 3_5_place_dp | 4659 | 2429 | 0.5938 | 6291 | 0.1964 |
| 4_1_cts | 4659 | 2424 | 0.5938 | 6308 | 0.1976 |
| 5_1_grt | 4659 | 2110 | 0.5938 | 6404 | 0.2200 |
| 6_report | 4659 | 2281 | 0.5938 | 6309 | 0.2021 |
==> per-layer routing <==
metal | global-route usage | up-vias
met3 | 0.07352 | 34
met4 | 0.1090 | 0
met1 | 0.5424 | 2188
met2 | 0.5278 | 270
li1 | - | 2263
met5 | 0 | -
==> layout by cell type (no fill, tap or decap), types with 5 or more instances in the layout <==
cell type                         count
sky130_fd_sc_hd__a21oi_1             44
sky130_fd_sc_hd__a221o_1              5
sky130_fd_sc_hd__a221oi_1             5
sky130_fd_sc_hd__a2bb2oi_1            6
sky130_fd_sc_hd__and2_1               5
sky130_fd_sc_hd__buf_4               10
sky130_fd_sc_hd__clkdlybuf4s50_1     52
sky130_fd_sc_hd__ha_1                49
sky130_fd_sc_hd__inv_1               50
sky130_fd_sc_hd__mux2_2              23
sky130_fd_sc_hd__mux2i_1             20
sky130_fd_sc_hd__mux4_2               8
sky130_fd_sc_hd__nand2_1             39
sky130_fd_sc_hd__nand2b_1            14
sky130_fd_sc_hd__nand3_1             18
sky130_fd_sc_hd__nor2_1              56
sky130_fd_sc_hd__nor3_1              20
sky130_fd_sc_hd__nor4_1               7
sky130_fd_sc_hd__o211a_1              5
sky130_fd_sc_hd__o211ai_1            14
sky130_fd_sc_hd__o21a_1               8
sky130_fd_sc_hd__o21ai_0             32
sky130_fd_sc_hd__o221ai_1             6
sky130_fd_sc_hd__o22ai_1              8
sky130_fd_sc_hd__o31ai_1              6
sky130_fd_sc_hd__or2_2                6
sky130_fd_sc_hd__or3_1                7
sky130_fd_sc_hd__xnor2_1              5
Power is estimated from default activity; no workload was simulated.
