**config.mk**
```make
export PLATFORM = sky130hd
export DESIGN_NAME = data_mem
export DESIGN_NICKNAME = data_mem
export VERILOG_FILES = /design/flow/design.v
export SDC_FILE = /design/flow/constraint.sdc
export NUM_CORES = 4
export LEC_CHECK = 1
export CORE_UTILIZATION = 50
```
**constraint.sdc**
```tcl
current_design data_mem

set clk_period 25.4
set clk_io_pct 0.2

create_clock -name clk0 -period $clk_period [get_ports {clk}]

set non_clock_inputs [all_inputs -no_clocks]
set_input_delay [expr $clk_period * $clk_io_pct] -clock clk0 $non_clock_inputs
set_output_delay [expr $clk_period * $clk_io_pct] -clock clk0 [all_outputs]
```
**design.v**
```verilog
`timescale 1ns / 1ps
module data_mem #(parameter DATA_WIDTH = 16, ADDR_WIDTH = 16, MEM_SIZE = 256) (
    input clk,
    input wr_en,
    input [ADDR_WIDTH-1:0] wr_addr,
    input [DATA_WIDTH-1:0] wr_data,
    output [DATA_WIDTH-1:0] rd_data_mem
);
    reg [DATA_WIDTH-1:0] data_ram [0:MEM_SIZE-1];
    wire [ADDR_WIDTH-2:0] word_addr = wr_addr[ADDR_WIDTH-1:0];
    integer i;
initial begin
    for (i = 0; i < MEM_SIZE; i = i + 1)
        data_ram[i] = 16'b0;   
end
    assign rd_data_mem = data_ram[word_addr];
    always @(posedge clk) begin
        if (wr_en) begin
            data_ram[word_addr] <= wr_data;
        end
    end
endmodule
```
**run.sh**
```bash
#!/bin/bash
# OpenROAD 26Q1-2900-gdf79404cd8, Yosys 0.63+post, stock flow scripts
make -C /OpenROAD-flow-scripts/flow DESIGN_CONFIG=/design/flow/config.mk WORK_HOME=/design/flow/orfs finish
```
==> out/metrics.yaml <==
slew_headroom_pct: 16.1
areaGrowthSynthToFinish_pct: 13.9
synth_top_area_share_pct: 79.3
viasPerCell: 6.18
endpoint_kind: "output pin"
grt_usage_pct: 28.5
place_congestion: 0.873
ys_ff: 4096
combinationalPowerShare_pct: 4.5
period_minus_slack_ns: 16.55
path_max_fanout: 62
io_pins: 50
drcViolationCount: 0
leakagePower_nw: 54.4
fp_util_pct: 50.3
yosys_warnings: 1
crit_path_start_kind: "input pin"
slowest_delay_ns: 0.83
critPathRequiredTime_ns: 20.32
ys_async_sr_fraction_pct: 0
intPower_w: 0.0111
arrival_ns: 11.47
finalHoldViolations: 0
hold_path_end: "data_ram[88][14]"
port_buffers: 41
swShare_pct: 21.0
tritoncts: "yes"
routed_wl_mm: 386
fin_area_sq_um: 177000
cap_violations: 0
final-setup-viol-count: 0
vias: 72220
ff_type: "edfxtp_1"
h-tree-depth: 5
drt_iter0_markers: 5318
crit_slowest_cell: "o41ai_1"
netlist_area_sq_um: 155000
cts_root_buffer: "clkbuf_16"
wl_met1_mm: 119
postCtsSetupBuffers: 0
avgSynthCellArea_sq_um: 23.1
wl_met2_mm: 184
ys_cells: 6711
die_w_microns: 559
cts_max_path_buffers: 4
p_per_area_nw_per_um2: 79.6
clockPowerShare_pct: 42.4
drive_above_1_share_pct: 29.3
largest_reg_flops: 4096
ctsResizeCount: 0
reg_top3: "data_ram x4096"
nFillCells: 21692
whs_path_depth: 1
grt_pass1_vias: 80265
worstMarginPinSlew_ns: 1.24
crit_type: "in2out"
final_max_slew_viol_count: 0
synthCells: 6711
numCtsBuffers: 413
hpwl_mm: 226
min_from: "wr_data[14]"
dieArea_sq_um: 312000
switching_power_w: 0.00295
placed_cell_area_sq_um: 163000
finish.utilization_pct: 57.2
power_frac_seq_pct: 53.1
place_inst: 10942
antenna_found_initial: 10
drtAntennaViolNets: 0
rsz0062_at_grt: "false"
die-height_microns: 559
peakVddDrop_uv: 64.2
warnings: 40
postSynthSeqShare_pct: 79.3
tns_ns: 0
status: "finished, final reports clean"
synthTopCellsByArea: "edfxtp_1, mux4_2, a22oi_1"
numClockSinks: 4096
total_power_w: 0.0140
synth_top_cell_by_count: "edfxtp_1"
grt-ovfl-total: 0
synthDistinctLibCells: 21
max_clock_freq_mhz: 60.4
cts.clk_slew.worst_paths_ns: 0.06
hold_class: "in2reg"
path_cells: "buf_16 -> buf_4 -> buf_4 -> buf_4 -> buf_4 -> buf_4 -> mux4_2 -> a22oi_1 -> a21oi_1 -> o41ai_1 -> nand4_1 -> clkdlybuf4s50_1"
row_count: 204
max_flop_register: "data_ram"
grt_pass1_wl_mm: 557
finalCritPeriodShare_pct: 65.2
cts_hold_buf: 0
crit_top_cell: "buf_4"
edf_count: 4096
wl_met3_mm: 69.1
core_area_sq_um: 309000
ys_chip_area_sq_um: 155000
drtPass1Iterations: 7
maxUsedRoutingLayer: "met5"
synthTopCellsByCount: "edfxtp_1, mux4_2, a22oi_1"
yosys.area.top_type: "edfxtp_1"
stdcell_count: 11694
grt_start_max_net_pins: 101
avgRoutedWirePerCell_microns: 33.0
==> through the flow <==
step	setup slack, ns	hold WS, ns
after floorplan	13.33	5.18
after global placement	8.70	5.48
after detailed placement	8.69	5.49
after CTS	8.69	4.45
after global routing	8.24	4.48
final	8.85	4.50
==> routing by layer <==
metal  vias up  global-route usage (%)
met5         -                    1.25
met1     36971                    37.3
li1      30047                       -
met3       616                    21.8
met4        19                    7.29
met2      4567                    40.1
==> placed cells by master (no fill, tap or decap), types with 7 or more instances in the layout <==
| master | netlist | final |
|---|---|---|
| a21oi_1 | 256 | 256 |
| buf_8 | 0 | 17 |
| nand3_2 | 0 | 8 |
| mux4_2 | 1024 | 1024 |
| clkinv_2 | 0 | 70 |
| clkinv_16 | 0 | 11 |
| edfxtp_1 | 4096 | 4096 |
| o41ai_1 | 64 | 32 |
| clkinvlp_4 | 0 | 8 |
| clkbuf_1 | 249 | 82 |
| bufinv_16 | 0 | 42 |
| diode_2 | 0 | 8 |
| clkdlybuf4s50_1 | 0 | 23 |
| nor2_2 | 0 | 35 |
| clkbuf_16 | 0 | 416 |
| buf_4 | 16 | 480 |
| a22oi_1 | 512 | 512 |
| buf_12 | 0 | 10 |
| nand2_2 | 0 | 7 |
| o41ai_2 | 0 | 32 |
| nand4_1 | 16 | 16 |
| nand2_1 | 28 | 20 |
| nor2_1 | 232 | 196 |
| clkinv_1 | 0 | 100 |
| nor3_2 | 0 | 30 |
==> cell families (layout without fill, tap and decap cells) <==
family | Yosys count | in the layout | synth area share (%)
muxes | 1024 | 1024 | 14.9
and+or+nand+nor | 338 | 338 | 0.909
DFF | 4096 | 4096 | 79.3
other | 0 | 8 | 0
buffers and inverters | 421 | 1276 | 1.24
AOI/OAI and AO/OA | 832 | 832 | 3.67
==> cell type report <==
class | instances | area [sq um] | share of cell area (%)
Tap cell | 4120 | 5150 | 2.92
Antenna cell | 8 | 20.0 | 0.0113
Inverter | 1 | 3.75 | 0.00213
Clock inverter | 246 | 2610 | 1.48
Timing Repair Buffer | 531 | 4320 | 2.44
Multi-Input combinational cell | 2194 | 30700 | 17.4
Sequential cell | 4096 | 123000 | 69.7
Clock buffer | 498 | 10700 | 6.07
==> critical path, delay by kind of cell <==
family                 cells  cell delay (ns)
AOI/OAI and AO/OA          3             1.43
buffers and inverters      7             3.74
muxes                      1             0.58
and+or+nand+nor            1             0.53
==> power groups by stage <==
stage	Clock (W)	Combinational, W	Sequential (W)
CTS	0.00605	0.000640	0.00745
global route	0.00631	0.000678	0.00745
finish	0.00596	0.000631	0.00745
==> worst max-delay path by stage <==
stage | end | startpoint
CTS | rd_data_mem[14] | wr_addr[0]
global route | rd_data_mem[14] | wr_addr[0]
finish | rd_data_mem[14] | wr_addr[0]
Power and IR drop assume default switching activity.
